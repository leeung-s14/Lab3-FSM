--- /design/flow/constraint.sdc ---
current_design lfsr_7

set clk_period 1.6
set clk_io_pct 0.2

create_clock -name clk0 -period $clk_period [get_ports {clk}]

set non_clock_inputs [all_inputs -no_clocks]
set_input_delay [expr $clk_period * $clk_io_pct] -clock clk0 $non_clock_inputs
set_output_delay [expr $clk_period * $clk_io_pct] -clock clk0 [all_outputs]
--- /design/flow/design.v ---
module lfsr_7 (
    input   logic       clk,
    input   logic       rst,
    input   logic       en,
    output  logic [6:0] data_out
);
logic  [6:0] sreg;   
always_ff @ (posedge clk, posedge rst)
    if (rst)
        sreg <= 7'b1;
    else if (en)
        sreg <= {sreg[5:0], sreg[6] ^ sreg[2]};
assign data_out = sreg;
endmodule
--- /design/flow/run.sh ---
#!/bin/bash
# OpenROAD 26Q1-2900-gdf79404cd8, Yosys 0.63+post, stock flow scripts
make -C /OpenROAD-flow-scripts/flow DESIGN_CONFIG=/design/flow/config.mk WORK_HOME=/design/flow/orfs finish
--- /design/flow/config.mk ---
export PLATFORM = sky130hd
export DESIGN_NAME = lfsr_7
export DESIGN_NICKNAME = lfsr_7
export VERILOG_FILES = /design/flow/design.v
export SDC_FILE = /design/flow/constraint.sdc
export NUM_CORES = 4
export LEC_CHECK = 1
export CORE_AREA = 10 10 70 70
export DIE_AREA = 0 0 80 80
==> flow_summary.yaml <==
# synthesis and place-and-route metrics
status:
  outcome: "completed"
synthesis:
  synth_cell_types: 8
  ys.warnings.count: 1
  post-synth-top-area-cell: "dfrtp_1"
  number_of_enable_flip_flop_cells: 0
  synth-main-ff-cell: "dfrtp_1"
  yosys.area.top_type_share: 0.5021
  synthTopCellsByArea: "dfrtp_1, mux2_4, dfstp_2"
  async_flop_share: 1.000
  ys_seq_share: 0.5900
  ys_cells: 18
  post_synth_inst_count: 18
  ys_ff: 7
  synthTopCellsByCount: "dfrtp_1, mux2_4"
  netlist_area_um2: 299.0
  avg_synthesized_cell_area_um2: 16.61
  ys_area_um2: 299.0
global_routing:
  initial_antenna_violation_count: 0
  busiest_layer: "met2"
  grt_pass1_wl_um: 1007
  grt_use_met1: 0.02362
  grt_pass1_vias: 202
  grt.met2_usage: 0.02970
  grt_remaining_overflow: 0
  pin_count_of_the_biggest_net_entering_global_routing: 9
  grt_util_met3: 0.01136
  track_usage: 0.02025
power:
  power.share.sequential: 0.405
  power.static_leakage_nw: 0.2046
  p_clk_frac: 0.192
  internal-power_mw: 0.6484
  power.share.switching: 0.2407
  power.combinational.fraction: 0.403
  pwr_density_cell_nw_per_um2: 1782
  switchingPower_mw: 0.2056
  ir_worst_vdd_v: 0.0005132
final_timing:
  setup_repair_after_global_routing_missed_its_margin: "no"
  max_freq_mhz: 675.8
  actual_slew_at_the_worst_max_slew_pin_ns: 0.2527
  post_route_clock_skew_ns: 0.001169
  finalSetupViolCount: 0
  postLayoutSetupSlackWorst_ns: 0.1203
  period_used_share: 0.9248
  timing_max_transition_violations_final: 0
  post-route-min-period_ns: 1.480
  worst_slew_margin_rel: 0.8313
  hold_violations: 0
  fin_setup_tns_ns: 0
cts:
  clock_tree.htree_level_count: 1
  cts_tree: "done"
  cts.sink_count: 7
  clkLatencyLatePin_ns: 0.25
  cts_hold_buffers: 0
  total_clock_buffers_created_by_cts: 3
  clock_tree.buffer_depth: 2
  clk_root_buffer_cell: "clkbuf_4"
  clkSlewWorstSetupHoldPaths_ns: 0.05
critical_path:
  cp_delay_by_family_top: "buffers and inverters"
  setup.worst_path.end_class: "output pin"
  crit_path_max_delay_cell_type: "clkdlybuf4s50_1"
  timing.critical_path.required_ns: 1.28
  setup.worst_path.class: "reg2out"
  timing.critical_path.slowest_cell_delay_ns: 0.50
  worst_setup_path_start_kind: "flop"
  top_fanout_value_on_the_critical_path: 4
  critical_path.n_buffers_inverters: 1
  critical_path.cell_chain: "clkdlybuf4s50_1"
  critPathArrivalTime_ns: 1.16
layout:
  number_of_flip_flops_under_the_largest_register_name: 7
  post_route_cells_drive_above_1_share: 0.3750
  post_layout_nonfiller_instances: 78
  finalCoreUtilization: 0.1403
  largest_registers: "sreg x7"
  fin_area_um2: 479.2
  regMostFlops: "sreg"
  synthToLayoutAreaGrowth_pct: 60.25
routing:
  avgRoutedWirePerCell_um: 8.103
  drt_first_pass_iters: 1
  vias_per_cell: 2.410
  vias: 188
  routed_wl_um: 632
  first_iter_violations: 0
  drcViolationCount: 0
  antenna_cells: 0
  antenna_left: 0
floorplanning:
  floorplan.core_area_um2: 3416
  fp.dieH_um: 80
  fp-row-count: 21
  fp_util: 0.08755
  die_w_um: 80
  ios: 10
  chip_area_um2: 6400
hold_path:
  hold_class: "in2async"
placed_design:
  placement.cell_area_um2: 442.9
  placement.setup.worst_slack_ns: 0.2146
  dpl.cell_count: 73
  gp_congestion: 0.7145
  place.port_buffers: 9
run:
  drv.max_cap_violation_count: 0
  warning_count: 25
[final timing paths]
check	startpoint	to	slack, ns	depth (start not counted)
max in group asynchronous	rst	sreg[0]$_DFFE_PP1P_	1.05	2
hold / removal	rst	sreg[3]$_DFFE_PP0P_	0.28	2
setup / recovery	sreg[2]$_DFFE_PP0P_	data_out[2]	0.12	1
hold reg to reg	sreg[4]$_DFFE_PP0P_	sreg[5]$_DFFE_PP0P_	0.54	1
min in group clk0	sreg[4]$_DFFE_PP0P_	sreg[5]$_DFFE_PP0P_	0.54	1
setup reg to reg	sreg[0]$_DFFE_PP1P_	sreg[1]$_DFFE_PP0P_	0.75	2
[worst reg2reg max path, cell delays in order (launching register included)]
cell and delay [ns]:
dfstp_2 0.36, buf_4 0.13, mux2_4 0.25
[cells in the final DEF, fill, tap and decap left out]
master,synthesis,routed
clkbuf_1,0,1
a21oi_1,1,1
xnor2_1,1,1
mux2_4,6,6
clkdlybuf4s50_1,0,8
dfrtp_1,6,6
nor2_1,1,1
dlymetal6s2s_1,0,1
dfstp_2,1,1
inv_1,1,1
clkbuf_4,0,3
buf_4,0,2
[metal layers]
layer  vias to the layer above  share of wire
met5                         -              0
li1                         88              -
met3                         3          0.076
met4                         0          0.036
met1                        88           0.43
met2                         9           0.46
[final cells by class]
type	instances	area [um^2]
Clock buffer	4	26.28
Fill cell	405	2937
Inverter	1	3.754
Multi-Input combinational cell	9	107.6
Sequential cell	7	176.4
Tap cell	46	57.56
Timing Repair Buffer	11	107.6
[logic make-up after synthesis]
family | synth area share
flip-flops | 0.5900
multiplexers | 0.3013
AND-OR/OR-AND | 0.01672
AND/OR/NAND/NOR | 0.01254
XOR/XNOR | 0.02929
buffers and inverters | 0.05019
[metrics by stage]
stage               total power, mW  hold slack [ns]
detailed placement           0.6928           0.5103
global route                 0.9208           0.2911
finish                       0.8539           0.2825
global placement             0.6869           0.5044
floorplan                    0.4716           0.1227
CTS                          0.8809           0.2864
[timing repair]
| action | 4_1_cts | 5_1_grt |
|---|---|---|
| pin swaps | 0 | 0 |
| endpoints found under the setup margin | 1 | 1 |
| buffers inserted | 1 | 0 |
| gates cloned | 0 | 0 |
| gates resized | 0 | 1 |
[power by group through the flow]
stage,Combinational (mW),Sequential (mW),Clock [mW]
after CTS,0.362,0.351,0.168
after global routing,0.374,0.370,0.177
final,0.344,0.346,0.164
Power and IR drop assume default switching activity.
