[./constraint.sdc]
current_design secdelay

set clk_period 4.3
set clk_io_pct 0.2

create_clock -name clk0 -period $clk_period [get_ports {clk}]

set non_clock_inputs [all_inputs -no_clocks]
set_input_delay [expr $clk_period * $clk_io_pct] -clock clk0 $non_clock_inputs
set_output_delay [expr $clk_period * $clk_io_pct] -clock clk0 [all_outputs]
[./config.mk]
export PLATFORM = sky130hd
export DESIGN_NAME = secdelay
export DESIGN_NICKNAME = secdelay
export VERILOG_FILES = /design/flow/design.v
export SDC_FILE = /design/flow/constraint.sdc
export NUM_CORES = 4
export LEC_CHECK = 1
export CORE_AREA = 10 10 110 110
export DIE_AREA = 0 0 120 120
[./run.sh]
#!/bin/bash
# OpenROAD 26Q1-2900-gdf79404cd8, Yosys 0.63+post, stock flow scripts
make -C /OpenROAD-flow-scripts/flow DESIGN_CONFIG=/design/flow/config.mk WORK_HOME=/design/flow/orfs finish
[./design.v]
module f1_fsm (
    input   logic       rst,
    input   logic       en,
    input   logic       clk,
    output  logic [7:0] data_out
);
    typedef enum {S0,S1,S2,S3,S4,S5,S6,S7,S8} my_state;
    my_state current_state, next_state;
    always_ff @ (posedge clk)
        if (rst)
            current_state <= S0;
        else
            current_state <= next_state;
    always_comb 
        case (current_state)
            S0: if (en == 1'b1)   next_state = S1;
                else              next_state = current_state;
            S1: if (en == 1'b1)   next_state = S2;
                else              next_state = current_state;
            S2: if (en == 1'b1)   next_state = S3;
                else              next_state = current_state;
            S3: if (en == 1'b1)   next_state = S4;
                else              next_state = current_state;
            S4: if (en == 1'b1)   next_state = S5;
                else              next_state = current_state;
            S5: if (en == 1'b1)   next_state = S6;
                else              next_state = current_state;
            S6: if (en == 1'b1)   next_state = S7;
                else              next_state = current_state;
            S7: if (en == 1'b1)   next_state = S8;
                else              next_state = current_state;
            S8: if (en == 1'b1)   next_state = S0;
                else              next_state = current_state;       
            default: next_state = S0;
        endcase
    always_comb
        case (current_state)
            S0: data_out = 8'b0;
            S1: data_out = 8'b1;
            S2: data_out = 8'b11;
            S3: data_out = 8'b111;
            S4: data_out = 8'b1111;
            S5: data_out = 8'b11111;
            S6: data_out = 8'b111111;
            S7: data_out = 8'b1111111;
            S8: data_out = 8'b11111111;
            default: data_out = 8'b0;
        endcase
endmodule
module clktick #(
    parameter WIDTH = 16
)(
  input  logic             clk,       
  input  logic             rst,       
  input  logic             en,        
  input  logic [WIDTH-1:0] N,     	  
  output logic  		   tick       
);
logic [WIDTH-1:0] count;
always_ff @ (posedge clk)
    if (rst) begin
        tick <= 1'b0;
        count <= N;  
        end
    else if (en) begin
        if (count == 0) begin
            tick <= 1'b1;
            count <= N;
            end
        else begin
            tick <= 1'b0;
            count <= count - 1'b1;
            end
        end
endmodule
module secdelay #(
    parameter D_WIDTH = 8,
              N_WIDTH = 16
)(    input  logic             clk,       
    input  logic             rst,       
    input  logic             en,        
    input  logic [N_WIDTH-1:0] N,     	  
    output logic [D_WIDTH-1:0] data_out
);
    logic delayen;
clktick timer (
    .clk (clk),
    .rst (rst),
    .en (en),
    .N (N),
    .tick (delayen)
);
f1_fsm lightcontrol (
    .clk (clk),
    .rst (rst),
    .en (delayen),
    .data_out(data_out)
);
endmodule
==> impl_metrics.ini <==
; implementation run metrics
[logic_synthesis]
syn_area_per_cell_um2 = 11.59
syn_area_mm2 = 0.001530
yosys_cells = 132
ys_seq_share_pct = 48.41
synth-warning-count = 2
numSynthFlops = 29
ys_area_mm2 = 0.001530
synthDistinctLibCells = 36
syn_inst = 132

[global_routing]
grt_first_pass_wirelength_um = 5547
track_usage_pct = 4.777
grt_start_max_net_pins = 17
grt.overflow.total = 0
grt_pass1_vias = 1062
antenna_found_initial = 0

[critical_path]
worstSetupStartpointType = input port
reg2reg_from = timer.count[0]$_DFFE_PP_
reg2reg_slack_ps = 2050
crit_fanout = 15
cp-startpoint = rst
rr_worst_depth = 6
cp-endpoint = timer.count[2]$_DFFE_PP_
crit_type = input port to flop
rr_endpoint = timer.count[12]$_DFFE_PP_
cp_data_required_time_ps = 4330
arrival_ps = 2520
end_kind = flop

[cts]
cts_root_buffer = clkbuf_8
cts_tree = done
cts_sinks = 29
cts_setup_buffers = 0
cts_buffer_depth = 2
ctsResizeCount = 0
clock_latency_ps = 280
clkTransAtPathRegs_ps = 70
cts_buffers = 5
htree_levels = 2
ctsHoldBuffers = 0

[power]
ir_worst_vdd_mv = 0.1090
leakage_nw = 0.7606
p_per_area_mw_per_mm2 = 343.9

[hold_path]
holdCritPathClass = flop to flop
min-delay-start = lightcontrol.current_state[3]$_SDFFE_PP0N_

[flow_run]
warning_count = 26
cap_violations = 0

[placed_design]
io_buffers = 26
placed_cell_area_mm2 = 0.001942
dp_hpwl_um = 2460
preCtsSetupSlack_ps = 1523
globalplace.congestion = 0.8021

[drt]
ant_nets = 0
route.vias.total = 1048
drcViolationCount = 0
wire_per_inst_um = 11.30
antennaDiodeCount = 0
viasPerCell = 3.529
drt-total-wl_um = 3356
drt_iter0_markers = 52
first_pass_iters = 4

[die]
die_h_um = 120
fp_util_pct = 15.66
row_count = 36
die_w_um = 120
die_area_mm2 = 0.01440
core-area_mm2 = 0.009774
boundaryPins = 27

[timing]
slew_violations = 0
setup_viol = 0
maxSlewHeadroom_pct = 54.98
max_freq_ghz = 0.4021
tightest_slew_ps = 673.8
skew_ps = 9.573
finalCritPeriodShare_pct = 57.84
min_period_ps = 2487
timing.hold.ws_ps = 557.5
fin_ws_ps = 1813
rsz0062_at_grt = no
final_hold_viol_count = 0
setup_tns_ps = 0

[finish]
drive_above_1_share_pct = 18.29
fin_area_mm2 = 0.002056
syn2layout_area_growth_pct = 34.34
layout_top_cells = 26 x clkdlybuf4s50_1, 16 x edfxtp_1, 13 x dfxtp_1, 12 x xnor2_1
fillers = 1060
mostFrequentLayoutCell = clkdlybuf4s50_1

[outcome]
status = finished, final reports clean
==> critical path, cell delays in order <==
cell and delay, ps:
clkdlybuf4s50_1 610, a21oi_4 630, mux2_2 400
==> final cells by class <==
type / instances / area, µm² / area share (%)
clock buffer: 7 / 107.6 / 5.234
clock inverter: 1 / 6.256 / 0.3043
inverter: 9 / 33.78 / 1.643
multi-input combinational: 92 / 740.7 / 36.03
sequential: 29 / 740.7 / 36.03
tap: 133 / 166.4 / 8.095
timing repair buffer: 26 / 260.3 / 12.66
==> logic make-up (layout without fill, tap and decap cells) <==
family	after synthesis	count (layout)	share of synthesized area, %
multiplexers	15	15	13.16
AND-OR/OR-AND	12	12	5.642
XOR/XNOR	16	16	9.158
adder cells (fa/ha/maj)	2	2	1.635
buffers and inverters	11	43	3.188
AND/OR/NAND/NOR	47	47	18.81
flip-flops	29	29	48.41
==> Yosys cell counts <==
library cell,n,area share (%)
a211oi_1,1,0.49
a21o_1,1,0.49
a21oi_1,3,0.98
a21oi_4,1,1.1
and2_1,1,0.41
and4_4,1,0.74
and4b_2,1,0.74
buf_6,1,0.74
clkbuf_1,1,0.25
dfxtp_1,13,17
edfxtp_1,16,31
ha_1,2,1.6
inv_1,9,2.2
mux2_2,5,3.7
mux2_4,9,8.8
mux2i_1,1,0.65
nand2_1,7,1.7
nand2b_1,3,1.2
nand3_1,5,1.6
nand3b_1,2,0.98
nand4_1,4,1.6
nand4b_1,1,0.57
nor2_1,8,2.0
nor3_1,5,1.6
nor3_2,1,0.65
nor3_4,1,1.1
nor3b_1,2,0.98
nor4_1,2,0.82
nor4_2,2,1.6
o211ai_1,1,0.49
o21a_1,1,0.49
o21ai_0,2,0.65
o21bai_1,2,0.98
or2_2,1,0.41
xnor2_1,12,6.9
xor2_1,4,2.3
==> flip-flops by register name (all words and copies together), names as in the netlist <==
signal / flops
data_out: 8
lightcontrol.current_state: 4
timer.count: 16
timer.tick: 1
==> power breakdown <==
group          internal, mW  total, mW  switching (mW)
clock                 0.165      0.270           0.105
combinational        0.0572     0.0940          0.0368
sequential            0.318      0.343          0.0247
==> worst min path at each step <==
stage / end / cells after the start
after CTS: data_out[2]$_DFF_P_ / 2
after global routing: data_out[2]$_DFF_P_ / 2
final: data_out[6]$_DFF_P_ / 2
==> metal layers <==
metal  GRT usage, %  routed length, µm  vias up
met3          1.856                206        2
met1          6.465               1653      490
li1               -                  -      538
met4         0.4525                 19        0
met5              0                  0        -
met2          7.393               1476       18
==> metrics by stage <==
step / std cells / power, mW / util [%]
after floorplan: 132 / 0.4102 / -
after global placement: 289 / 0.4409 / 19.87
after detailed placement: 289 / 0.4422 / 19.87
after CTS: 297 / 0.7159 / 21.03
after global routing: 297 / 0.7439 / 21.03
final: 297 / 0.7070 / 21.03
No activity file was given, so power comes from the tool's default toggle rates.
